### flow/config.mk
export PLATFORM = sky130hd
export DESIGN_NAME = binary_adder
export DESIGN_NICKNAME = binary_adder
export VERILOG_FILES = /design/flow/design.v
export SDC_FILE = /design/flow/constraint.sdc
export NUM_CORES = 4
export LEC_CHECK = 1
export CORE_AREA = 10 10 70 70
export DIE_AREA = 0 0 80 80
### flow/constraint.sdc
current_design binary_adder

set clk_period 5.0
set clk_io_pct 0.2

create_clock -name clk0 -period $clk_period

set non_clock_inputs [all_inputs -no_clocks]
set_input_delay [expr $clk_period * $clk_io_pct] -clock clk0 $non_clock_inputs
set_output_delay [expr $clk_period * $clk_io_pct] -clock clk0 [all_outputs]
### flow/design.v
module binary_adder(sum, c_out, A, B, c_in);
output [3:0] sum;
output c_out;
input [3:0] A, B;
input c_in;
assign {c_out, sum} = A + B + c_in;
endmodule
### flow/run.sh
#!/bin/bash
# OpenROAD 26Q1-2900-gdf79404cd8, Yosys 0.63+post, stock flow scripts
make -C /OpenROAD-flow-scripts/flow DESIGN_CONFIG=/design/flow/config.mk WORK_HOME=/design/flow/orfs finish
==> metrics.yaml <==
status: "completed"
drtAntennaViolNets: 0
maxCapViolCount: 0
dieArea_sq_um: 6400
finalCriticalPeriod_ns: 3.867
grt_start_max_net_pins: 4
drt_wl_total_um: 497
cts_setup_buffers: 0
gp_congestion: 0.7549
crit_family: "buffers and inverters"
cp-startpoint: "A[0]"
critPathBufInv: 4
use_met3: 0.01477
vias: 146
path_depth: 6
crit_arrival_ns: 2.87
fmax_ghz: 0.2586
hold_path_class: "in -> out"
critPathMaxStageDelay_ns: 0.46
postCtsHoldBufs: 0
crit_type: "in -> out"
critPathCaptureType: "output pin"
rows: 21
grt.met1_usage: 0.02188
drtIter0Drc: 3
drc_errors: 0
fp-utilization: 0.04212
globalRouteTotalUtil: 0.01596
place_area_sq_um: 341.6
antennaDiodeCount: 0
tightest_slew_ns: 0.1399
min_period_over_period: 0.7735
finalMaxSlewViolations: 0
ios: 14
tns_ns: 0
cp_max_fo: 2
cts_resized: 0
cp-start-kind: "primary input"
worstPathCellList: "clkdlybuf4s50_1 -> fa_1 -> inv_1 -> fa_1 -> inv_1 -> clkdlybuf4s50_1"
syn2layout_area_growth_pct: 137.4
fin_area_sq_um: 341.6
ys_chip_area_sq_um: 143.9
die_x_um: 80
warnings: 35
ys_warn_count: 0
rsz0062_at_grt: "no"
p_per_area_nw_per_um2: 99.92
yosys_cells: 16
routedWlPerCell_um: 6.539
crit_slowest_cell: "clkdlybuf4s50_1"
setup_viol: 0
ff_count: 0
vdd_drop_max_mv: 0.01286
core_sq_um: 3416
cp.required_ns: 4.00
antenna_found_initial: 0
register_area_sq_um: 0
vias_per_cell: 1.921
netlist_instances: 16
overflow: 0
firstDrtPassIters: 2
netlist_area_sq_um: 143.9
clkbuf_count: 0
portBuffers: 14
power_w: 0.00003413
grt_pass1_wl_um: 828
grt-busiest-layer: "met1"
hold_viol: 0
grtUsageMet2: 0.01846
layout-drive-gt1-share: 0.03333
dieHeight_um: 80
yosysUniqueCellTypes: 9
syn_avg_cell_area_sq_um: 8.993
slew_headroom: 0.9057
leakage_nw: 0.1346
grt_pass1_vias: 173
ys_seq_frac: 0
layout.core_utilization: 0.1000
crit_end: "sum[1]"
-- cells by family (layout without fill, tap and decap cells) --
| family | count (synthesis) | in the layout | synth area share |
|---|---|---|---|
| and+or+nand+nor | 2 | 2 | 0.08701 |
| xor gates and xnor gates | 2 | 2 | 0.1218 |
| buffers and inverters | 4 | 18 | 0.1043 |
| adders and majority gates | 5 | 5 | 0.5392 |
| AOI/OAI and AO/OA | 3 | 3 | 0.1478 |
-- area by class of cell --
class                           count  area (sq um)
Fill cell                         400          3074
Inverter                            4         15.01
Multi-Input combinational cell     12         128.9
Tap cell                           46         57.56
Timing Repair Buffer               14         140.1
-- per-stage QoR --
stage / hold WS, ns / cells / setup WS, ns
2_1_floorplan: 2.104 / 16 / 2.080
3_3_place_gp: 3.084 / 76 / 1.128
3_5_place_dp: 3.086 / 76 / 1.102
4_1_cts: 3.086 / 76 / 1.104
5_1_grt: 3.128 / 76 / 1.019
6_report: 3.081 / 76 / 1.133
-- worst min path at each step --
stage | end | depth (start not counted) | start | slack, ns
after CTS | sum[3] | 4 | B[3] | 3.09
final | sum[3] | 4 | B[3] | 3.08
after global routing | sum[0] | 3 | c_in | 3.13
-- cell usage after synthesis --
cell type | instances | share of area
inv_1 | 4 | 0.10
ha_1 | 3 | 0.26
fa_1 | 2 | 0.28
xnor2_1 | 2 | 0.12
a21o_1 | 1 | 0.052
a21oi_2 | 1 | 0.061
nand2b_1 | 1 | 0.044
nor2b_1 | 1 | 0.044
o21ai_0 | 1 | 0.035
-- placed cells by master (no fill, tap or decap) --
cell type,synthesis,routed
a21o_1,1,1
a21oi_2,1,1
clkdlybuf4s50_1,0,14
fa_1,2,2
ha_1,3,3
inv_1,4,4
nand2b_1,1,1
nor2b_1,1,1
o21ai_0,1,1
xnor2_1,2,2
-- tightest hold or removal path, delay by kind of cell --
| family | cells | cell delay, ns |
|---|---|---|
| adders and majority gates | 1 | 0.14 |
| buffers and inverters | 2 | 0.86 |
| xor gates and xnor gates | 1 | 0.08 |
-- power by group --
group           total, W  internal [W]  switching (W)
Combinational  0.0000341     0.0000244     0.00000974
Sequential             0             0              0
Clock                  0             0              0
Total          0.0000341     0.0000244     0.00000974
-- routing by layer --
metal | vias to the layer above | wire (um) | share of wire
met5 | - | 0 | 0
met4 | 0 | 0 | 0
met3 | 0 | 151 | 0.30
met2 | 12 | 142 | 0.29
met1 | 56 | 203 | 0.41
li1 | 78 | - | -
Power and IR drop assume default switching activity.
